==> ./design.v <==
module clk_gen(clk100MHz, rst, clk_4sec, clk_5KHz);
input clk100MHz, rst;
output clk_4sec, clk_5KHz;
reg clk_4sec, clk_5KHz;
integer count, count1;
always@(posedge clk100MHz)
begin
if(rst)
begin
count = 0;
count1 = 0;
clk_4sec = 0;
clk_5KHz =0;
end
else
begin
if(count == 200000000)
begin
clk_4sec = ~clk_4sec;
count = 0;
end
if(count1 == 10000)
begin
clk_5KHz = ~clk_5KHz;
count1 = 0;
end
count = count + 1;
count1 = count1 + 1;
end
end
endmodule  
==> ./run.sh <==
#!/bin/bash
# OpenROAD 26Q1-2900-gdf79404cd8, Yosys 0.63+post, stock flow scripts
make -C /OpenROAD-flow-scripts/flow DESIGN_CONFIG=/design/flow/config.mk WORK_HOME=/design/flow/orfs finish
==> ./config.mk <==
export PLATFORM = sky130hd
export DESIGN_NAME = clk_gen
export DESIGN_NICKNAME = clk_gen
export VERILOG_FILES = /design/flow/design.v
export SDC_FILE = /design/flow/constraint.sdc
export NUM_CORES = 4
export LEC_CHECK = 1
export CORE_UTILIZATION = 30
==> ./constraint.sdc <==
current_design clk_gen

set clk_period 7.5
set clk_io_pct 0.2

create_clock -name clk0 -period $clk_period [get_ports {clk100MHz}]

set non_clock_inputs [all_inputs -no_clocks]
set_input_delay [expr $clk_period * $clk_io_pct] -clock clk0 $non_clock_inputs
set_output_delay [expr $clk_period * $clk_io_pct] -clock clk0 [all_outputs]
==> flow_metrics.env <==
# implementation run metrics
export IMPL_drt_pre_antenna_iters=4
export IMPL_top_area_cell="dfxtp_1"
export IMPL_p_leak_nw=1.019
export IMPL_total_power_w=0.0006498
export IMPL_yosysCellCount=357
export IMPL_synthMuxAreaShare_pct=0
export IMPL_clk_pin_slew_ps=70
export IMPL_synth_area_um2=3029
export IMPL_cts_max_path_buffers=2
export IMPL_area_leaders="dfxtp_1, xnor2_1, nor2_1, xor2_1, nand3_1"
export IMPL_adder_share_pct=0.8261
export IMPL_grt_start_max_net_pins=59
export IMPL_peakVddDrop_v=0.0001835
export IMPL_crit_type="flip-flop to output pin"
export IMPL_overflow=0
export IMPL_reg2reg_from="count[7]"
export IMPL_min_to="count1[0]"
export IMPL_drc=0
export IMPL_tightest_slew_ps=856.1
export IMPL_reg2reg_to="count[19]"
export IMPL_hold_depth=1
export IMPL_hp_class="flip-flop to flip-flop"
export IMPL_globalplace_congestion=0.8110
export IMPL_ff_type="dfxtp_1"
export IMPL_routed_wl_mm=5.562
export IMPL_coreArea_um2=9774
export IMPL_synth_top_area_share_pct=43.62
export IMPL_fin_tns_setup_ps=0
export IMPL_common_cells="dfxtp_1, nor2_1, nand3_1, xnor2_1, xor2_1"
export IMPL_cts_root_buf="clkbuf_8"
export IMPL_rows=36
export IMPL_finalSetupViolCount=0
export IMPL_holdWs_ps=483.0
export IMPL_async_flop_share_pct=0
export IMPL_synth_dominant_cell_count="dfxtp_1"
export IMPL_fin_worst_skew_ps=6.181
export IMPL_grt_pass1_vias=2145
export IMPL_synth_area_per_cell_um2=8.485
export IMPL_n_antenna_cell=0
export IMPL_clk_latency_ps=340
export IMPL_dr_max_layer_used="met4"
export IMPL_crit_path_start_kind="flip-flop"
export IMPL_antenna_found_initial=0
export IMPL_drv_cap=0
export IMPL_drive_above_1_share_pct=6.336
export IMPL_cts_hold_buf=0
export IMPL_cp_slowest_stage_delay_ps=460
export IMPL_slew_viol_final=0
export IMPL_grt_pass1_wl_mm=9.749
export IMPL_io_buffers=3
export IMPL_fp_dieW_um=102.5
export IMPL_routedWlPerCell_um=11.21
export IMPL_cts_max_level=3
export IMPL_die_area_um2=10500
export IMPL_finalHoldViolations=0
export IMPL_initCoreUtil_pct=30.99
export IMPL_finalWorstSetupSlack_ps=4853
export IMPL_cts_buffers=9
export IMPL_viasPerCell=4.780
export IMPL_status="finished, final reports clean"
export IMPL_antenna_left=0
export IMPL_syn_to_final_growth_pct=10.82
export IMPL_wl_met1_mm=3.012
export IMPL_slowest_stage="clkdlybuf4s50_1"
export IMPL_top_logic_kind="simple AND/OR/NAND/NOR gates"
export IMPL_min_from="count1[0]"
export IMPL_yosysChipArea_um2=3029
export IMPL_cp_top_family="buffers and inverters"
export IMPL_wl_met2_mm=2.347
export IMPL_critPathRequiredTime_ps=6000
export IMPL_dp_hpwl_mm=3.741
export IMPL_postSynthSeqShare_pct=43.62
export IMPL_dp_cells=480
export IMPL_ys_sh_simple_pct=33.09
export IMPL_fin_crit_sh_pct=35.29
export IMPL_max_slew_margin_rel_pct=42.49
export IMPL_drt_iter0_markers=129
export IMPL_pre_cts_ws_ps=4833
export IMPL_cp_arrival_ps=1150
export IMPL_p_per_area_nw_per_um2=193.6
export IMPL_cts_tree="done"
export IMPL_cp_end_kind="output pin"
export IMPL_post_cts_buffers=0
export IMPL_fmax_ghz=0.3778
export IMPL_cts_resized=0
export IMPL_numClockSinks=66
export IMPL_path_buffers=1
export IMPL_yosys_cell_types_count=35
export IMPL_reg2reg_depth=5
export IMPL_wl_met3_um=102
export IMPL_ys_warn_count=1
export IMPL_rrSetupSlack_ps=5270
export IMPL_fp_dieH_um=102.5
export IMPL_edf_count=0
export IMPL_grt_setup_unrepaired="false"
export IMPL_instances_no_fill=496
export IMPL_vias=2371
export IMPL_ioPinCount=4
export IMPL_min_period_ps=2647
export IMPL_critPathMaxFanout=2
export IMPL_tool_warnings=25
export IMPL_crit_chain="clkdlybuf4s50_1"
export IMPL_startpoint="clk_4sec"
export IMPL_netlist_instances=357
export IMPL_synth_flops=66
export IMPL_ys_sh_xor_pct=15.04
export IMPL_yosys_area_share_aoi_pct=4.585
export IMPL_grt_usage_pct=11.59
-- flip-flops by register name, summed over array words and instances, names as in the netlist --
register,flops
clk_4sec,1
clk_5KHz,1
count1,32
count,32
-- report_power, final --
part | switching, W | total [W] | internal [W]
registers | 0.00000320 | 0.000356 | 0.000353
logic | 0.00000803 | 0.0000122 | 0.00000413
clock network | 0.000130 | 0.000281 | 0.000151
total | 0.000141 | 0.000650 | 0.000508
-- placed cells by master (no fill, tap or decap), types with 3 or more instances in the layout --
master    synthesis  layout
dfxtp_1          66      66
nor2_1           60      60
nand3_1          28      28
xnor2_1          28      28
xor2_1           24      24
nand4_1          18      18
nand2_1          18      18
nor3_1           17      17
nor4_1           13      13
a21oi_1          10      10
or3_1             9       9
clkbuf_8          0       9
inv_1             8       8
and3_1            7       7
o21ai_0           6       6
o31ai_1           5       5
clkinv_2          0       4
nor4b_1           3       3
-- how the worst max path moves through the flow --
stage | to | slack, ps | cells after the start
finish | clk_4sec | 4850 | 1
global route | clk_5KHz | 4790 | 1
CTS | clk_4sec | 4840 | 1
-- final cells by class --
type,instances,area (um2)
Multi-Input combinational cell,269,1622
Timing Repair Buffer,4,32.53
Clock buffer,10,127.6
Clock inverter,6,57.56
Sequential cell,66,1321
Fill cell,1003,6417
Inverter,8,30.03
Tap cell,133,166.4
-- worst register-to-register path, delay by kind of cell, from the launching register on --
family,cells,cell delay [ps]
AND/OR/NAND/NOR,5,1750
flip-flops,1,360
-- per-stage QoR --
| stage | utilization [%] | area [um2] |
|---|---|---|
| finish | 34.34 | 3357 |
| global route | 34.34 | 3357 |
| CTS | 34.34 | 3357 |
| detailed placement | 32.45 | 3172 |
| global placement | 32.45 | 3172 |
| floorplan | - | 3029 |
-- cells by family after synthesis --
family / after synthesis
AOI/OAI and AO/OA: 24
DFF: 66
buffers and inverters: 22
and+or+nand+nor: 191
adders and majority gates: 2
xor gates and xnor gates: 52
-- metal layers --
metal / global-route usage [%] / up-vias
met2: 16.87 / 20
li1: - / 1252
met1: 18.74 / 1090
met5: 0 / -
met3: 1.391 / 9
met4: 2.308 / 0
