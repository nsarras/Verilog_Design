--- flow/run.sh ---
#!/bin/bash
# OpenROAD 26Q1-2900-gdf79404cd8, Yosys 0.63+post, stock flow scripts
make -C /OpenROAD-flow-scripts/flow DESIGN_CONFIG=/design/flow/config.mk WORK_HOME=/design/flow/orfs finish
--- flow/config.mk ---
export PLATFORM = sky130hd
export DESIGN_NAME = MUL
export DESIGN_NICKNAME = MUL
export VERILOG_FILES = /design/flow/design.v
export SDC_FILE = /design/flow/constraint.sdc
export NUM_CORES = 4
export LEC_CHECK = 1
export CORE_UTILIZATION = 40
--- flow/constraint.sdc ---
current_design MUL

set clk_period 17.3
set clk_io_pct 0.2

create_clock -name clk0 -period $clk_period

set non_clock_inputs [all_inputs -no_clocks]
set_input_delay [expr $clk_period * $clk_io_pct] -clock clk0 $non_clock_inputs
set_output_delay [expr $clk_period * $clk_io_pct] -clock clk0 [all_outputs]
--- flow/design.v ---
module MUL(
	input [31:0] x, y,
	output reg [31:0] z
	);
always @ (*)begin
	z= x*y;
end
endmodule
==> results_slide.txt <==
Physical Implementation Snapshot

Clock network
  • Post-CTS Setup Repair Bufs: 0
  • CTS Hold Bufs: 0
  • CTS resizes: 0

GRT
  • Initial antenna violation count: 1
  • GRT Overall Usage: 21.98%
  • First-pass GRT wire length: 64790 microns
  • Largest net degree at the start of global routing: 33
  • Total grt overflow: 0
  • Vias in the first global route: roughly 12000

Route
  • Antenna cells: 0
  • Remaining DRCs: 0
  • ANT nets after route: 0
  • DR vias/cell: around 4.8
  • DR WL/cell: 17.10 microns
  • Routed via count: between 10000 and 15000
  • DRT iter0 DRCs: ~410
  • Post-detailed-routing wire length: 38890 microns
  • DRT Pass-1 Iters: 5

Cells and area
  • Storage element area: 0 sq um
  • Final Cell Area: ~17000 sq um
  • Most used logic cell in the final layout: fa_1
  • Seq cells: 0
  • Area grow syn2layout: 9.584%
  • Top Layout Cells: fa_1, and2_1, inv_1, nand2_1, ha_1
  • # clk buffers: 0
  • Proportion of layout cells with a drive suffix above 1: under 10%

STA
  • Tmin final: roughly 15 ns
  • Slew Viols, Final: 0
  • Max-slew headroom: 39.54%
  • Period utilisation layout: around 86%
  • Post-Route Setup TNS: 0 ns
  • Fmax: 67.07 MHz
  • Least-Margin Pin Slew: 0.9040 ns
  • Final Hold Fails: 0
  • Setup ws final: 2.391 ns
  • RSZ-0062 raised after global routing: no
  • Worst hold margin: roughly 8.2 ns
  • Final setup viols: 0

Logic synthesis
  • Yosys chip area: between 15000 and 20000 sq um
  • Yosys warns: 1
  • Dominant cells by area after synthesis: fa_1, and2_1, ha_1, inv_1, nand2_1
  • Post-synthesis cell count: ~1700
  • Mapped Avg Cell Area: 9.227 sq um
  • Yosys cell count: 1712
  • Cell Area, Synth: between 15000 and 20000 sq um
  • Unique cell types: between 40 and 50
  • Post-synth seq share: 0%
  • Adder share: around three fifths
  • AO/OA Area Share: around 3%
  • Top logic family: adder cells
  • Largest area contributor in the netlist: fa_1
  • Synth Area in Simple Gates: between 20% and 30%
  • Post-synthesis xor/xnor area fraction: under 10%
  • Top cell area share: 51.71%
  • Mux area share: 0%

Job
  • Tool Warnings: 32
  • Max-Cap Viols: 0

Critical path
  • CP endpoint kind: output port
  • Arrival @ worst endpoint: approximately 11 ns
  • Crit-path max FO: 25
  • Crit path kind: in2out
  • Worst setup SP type: primary input
  • CP required: around 14 ns

Die
  • # rows: 72
  • Die ar.: between 40000 and 50000 sq um
  • Die X: between 200 and 250 microns
  • Core Util at FP: between 40 and 50%
  • Core area: 38830 sq um
  • Die Y-Extent: between 200 and 250 microns
  • Boundary pin count: 96

Placement
  • # port buffers: 96
  • Cell Area, Placed: between 15000 and 20000 sq um
  • Pre-CTS setup slack: 2.239 ns
  • GP Congestion: roughly 0.87
  • Post-DP HPWL: ~32000 microns

Outcome
  • Outcome: finished, final reports clean

Worst hold path
  • Worst Hold Class: in2out
-- worst max-delay path, stage by stage --
cell	delay, ns
clkdlybuf4s50_1	1.06
and2_1	0.25
fa_1	0.44
fa_1	0.50
fa_1	0.51
inv_1	0.05
fa_1	0.48
inv_1	0.06
fa_1	0.49
inv_1	0.05
fa_1	0.53
inv_1	0.05
fa_1	0.49
fa_1	0.41
ha_1	0.35
inv_1	0.11
o21ai_1	0.25
a21oi_1	0.07
nor4bb_1	0.54
nand4_1	0.22
a21oi_1	0.29
a21oi_1	0.12
xnor2_1	0.17
clkdlybuf4s50_1	0.48
-- cells in the mapped netlist, drive strengths merged, types with 11 or more instances --
| cell type | n |
|---|---|
| a21oi | 22 |
| nor2 | 16 |
| ha | 123 |
| nand2 | 178 |
| and2 | 367 |
| clkbuf | 80 |
| a21o | 11 |
| fa | 408 |
| xor2 | 18 |
| inv | 359 |
| o21ai | 16 |
| xnor2 | 67 |
-- metal layers --
layer	track usage, %	wire length [microns]	vias to the layer above
met2	32.73	17820	342
met5	0	0	-
li1	-	-	5045
met1	32.62	16660	5460
met4	1.827	389	0
met3	9.590	4010	20
-- cells by family (layout without fill, tap and decap cells) --
family                   after synthesis  in the layout
AND-OR/OR-AND                         68             68
XOR/XNOR                              85             85
adder cells (fa/ha/maj)              531            531
buffers and inverters                440            484
AND/OR/NAND/NOR                      588            588
-- final cells by class --
class,count,area [sq um]
inverter,359,1348
timing repair buffer,125,1179
multi-input combinational,1272,14140
tap,518,648.1
fill,3628,21520
-- per-stage QoR --
step	utilization, %	cells
after global routing	44.58	2274
final	44.58	2274
after floorplan	-	1712
after CTS	44.58	2274
after detailed placement	44.58	2274
after global placement	44.58	2274
-- path summary, 6_finish.rpt --
| kind | end | depth (start not counted) | startpoint | slack, ns |
|---|---|---|---|---|
| setup / recovery | z[31] | 24 | y[7] | 2.39 |
| hold / removal | z[0] | 4 | y[0] | 8.17 |
