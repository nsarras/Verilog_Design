==> run.sh <==
#!/bin/bash
# OpenROAD 26Q1-2900-gdf79404cd8, Yosys 0.63+post, stock flow scripts
make -C /OpenROAD-flow-scripts/flow DESIGN_CONFIG=/design/flow/config.mk WORK_HOME=/design/flow/orfs finish
==> design.v <==
module MUX(
	input [31:0] a, b,
	input sel,
	output reg [31:0] x);
always @ (*) begin
	if(sel)begin
	 	x =b;
	 end else begin
	 	x= a;
	 end
end
endmodule
==> config.mk <==
export PLATFORM = sky130hd
export DESIGN_NAME = MUX
export DESIGN_NICKNAME = MUX
export VERILOG_FILES = /design/flow/design.v
export SDC_FILE = /design/flow/constraint.sdc
export NUM_CORES = 4
export LEC_CHECK = 1
export CORE_AREA = 10 10 71 71
export DIE_AREA = 0 0 81 81
==> constraint.sdc <==
current_design MUX

set clk_period 1.0
set clk_io_pct 0.2

create_clock -name clk0 -period $clk_period

set non_clock_inputs [all_inputs -no_clocks]
set_input_delay [expr $clk_period * $clk_io_pct] -clock clk0 $non_clock_inputs
set_output_delay [expr $clk_period * $clk_io_pct] -clock clk0 [all_outputs]
==> results.toml <==
# generated from flow reports
[yosys]
ys_area_sq_um = 544
netlist_area_sq_um = 544
ys_seq_share = 0
yosysCellCount = 36
ys_types = 4
synth_cells = 36
avgSynthCellArea_sq_um = 15.1
yosysWarnings = 1

[final_timing]
slew-limit-headroom = 0.926
slew_violations = 0
worstMarginPinSlew_ns = 0.110
fmax_mhz = 917
setup_viol = 31
fin_crit_ns = 1.09
layout_setup_ws_ns = -0.0908
whs_ns = 0.770
hold_viol_final = 0
period_used_share = 1.09
rsz0062_at_grt = "yes"

[route]
wl_per_cell_um = 16.0
wl_met3_um = 347
drt-pass1-iter-count = 2
vias = 706
wl_met2_um = 1490
topRoutingLayerUsed = "met3"
drt-met1-wl_um = 1110
viasPerCell = 3.84
drt_iter0_markers = 7
drt-total-wl_um = 2950
diodes = 0
ant_nets = 0
route.detailed.drc = 0

[setup_path]
path_class = "in2out"
cp-start-kind = "primary input"
worst_setup_path_end_kind = "output port"
crit_fanout = 8
slowest_delay_ns = 0.30
cpMostUsedCell = "buf_16"
slowest_stage = "mux2_4"
cp.required_ns = 0.80
cp.arrival_ns = 0.89
path_cells = "buf_16, buf_16, mux2_4, buf_6"

[finish]
layout_top_cell = "dlygate4sd2_1"
logic_area_sq_um = 480
seq_area_sq_um = 0
finish.instance_area_sq_um = 1590
area_delta_synth_final_pct = 193
drive_above_1_share = 0.529
clkbuf_count = 0
layout.cells.most_common_list = "dlygate4sd2_1, mux2_4, buf_6, buf_2, buf_16"
utilization = 0.438
seq_cells = 0
stdcell_count = 184
fillers = 369

[placed_design]
dp.cells = 180
place.port_buffers = 97
place_area_sq_um = 1550
dp_hpwl_um = 2530
place.gp.congestion = 0.809

[floorplanning]
fp.dieW_um = 81
rows = 22
coreArea_sq_um = 3630
fp.dieH_um = 81
io_pins = 97
fp_util = 0.150
die_area_sq_um = 6560

[global_route]
grt_pass1_vias = 787
overflow = 0
grt_usage = 0.0808
grt_antenna_before_repair = 0
grt_pass1_wl_um = 4180
grt_max_degree = 9

[outcome]
violations = "negative setup slack"
outcome = "finished with violations"

[worst_hold_path]
min_path_cells = 3
hold_end = "x[29]"
hold_class = "in2out"
hp-start = "b[29]"

[power]
powerDensity_nw_per_um2 = 397
leakage_nw = 0.860
total_power_uw = 632
ir_worst_vdd_uv = 170

[run]
maxCapViolCount = 0
warning_count = 34
## final cells by class
| type | instances | area share |
|---|---|---|
| Tap cell | 48 | 0.0377 |
| Multi-Input combinational cell | 32 | 0.302 |
| Timing Repair Buffer | 104 | 0.661 |
## timing repair
action	CTS	global route
setup buffers	0	0
endpoints found under the setup margin	32	32
gates cloned	4	0
gates resized	185	11
hold buffers	0	0
## how the worst max path moves through the flow
stage / start / slack (ns) / end
after CTS: sel / -0.1 / x[25]
final: sel / -0.09 / x[25]
after global routing: sel / -0.11 / x[10]
## power by group
group / leakage [nW] / switching [mW] / total, mW / internal (mW)
clock: 0 / 0 / 0 / 0
sequential: 0 / 0 / 0 / 0
combinational: 0.860 / 0.142 / 0.632 / 0.490
## through the flow
step / setup WS (ns) / TNS (ns)
after detailed placement: -0.519 / -15.94
after floorplan: 0.0669 / 0
final: -0.0908 / -2.61
after global routing: -0.113 / -3.16
after CTS: -0.0962 / -2.74
after global placement: -0.521 / -15.91
## critical path: cells and delay by family
family                 cells  cell delay [ns]
buffers and inverters      3             0.39
multiplexers               1             0.30
## kinds of logic after synthesis
logic type	after synthesis	synth area share
buf+inv	4	0.131
mux	32	0.869
## per-layer routing
metal / global-route usage / vias up
met5: 0 / -
met4: 0 / 0
met3: 0.0323 / 0
met1: 0.0948 / 315
li1: - / 341
met2: 0.144 / 50
## cell usage after synthesis
cell type   n  share of area
mux2_2      2          0.041
buf_6       1          0.021
mux2_4     30           0.83
buf_12      3           0.11
Power is estimated from default activity; no workload was simulated.
